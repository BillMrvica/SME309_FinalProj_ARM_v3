==> design.v <==
module Branch_Predictor_with_tag#(
    parameter ENTRY_BITS = 4
)(
    input clk,
    input RESET,
    input [31:0] PC_F,  
    output [31:0] PrALUResult_F,
    output PrPCSrc_F,
    input [31:0] PC_E,
    input WE_PrPCSrc,  
    input WE_PrALUResult,  
    input [31:0] ALUResult_E,
    input PCSrc_E
);
    localparam PRD_BITS = 2;  
    localparam ENTRIES = 2 ** ENTRY_BITS;
    reg [PRD_BITS-1:0] EntryPB  [ENTRIES-1:0];
    reg [31:0]         EntryTA  [ENTRIES-1:0];  
    reg [31-2-PRD_BITS-1:0] EntryTag [ENTRIES-1:0];
    wire [ENTRY_BITS-1:0]  set_addr_F, set_addr_E;
    wire [31:0]         set_TA_F,   set_TA_E;
    wire [PRD_BITS-1:0] set_PB_F,   set_PB_E;
    wire [31-2-PRD_BITS-1:0] set_Tag_F, set_Tag_E;
    wire taken_F, taken_E;
    always @(posedge clk or posedge RESET) begin
        if(RESET) begin
            for(integer j=0; j<ENTRIES; j=j+1) begin
                EntryTA[j] <= 0;
                EntryTag[j] <= 0;
            end
        end
        else if(WE_PrALUResult) begin 
            EntryTA[set_addr_E] <= ALUResult_E;
            EntryTag[set_addr_E] <= (PCSrc_E) ? PC_E[31:(ENTRY_BITS+2)]: EntryTag[set_addr_E];
        end
    end 
    always @(posedge clk or posedge RESET) begin
        if(RESET) 
            for(integer j=0; j<ENTRIES; j=j+1) 
                EntryPB[j] <= 2'b10;
        else if(WE_PrPCSrc) begin  
            case(set_PB_E)
                2'b00: EntryPB[set_addr_E] <= (taken_E) ? 2'b01 : 2'b00;
                2'b01: EntryPB[set_addr_E] <= (taken_E) ? 2'b11 : 2'b00;
                2'b10: EntryPB[set_addr_E] <= (taken_E) ? 2'b11 : 2'b00;
                2'b11: EntryPB[set_addr_E] <= (taken_E) ? 2'b11 : 2'b10;
            endcase
        end
    end
    assign set_addr_F = PC_F[(ENTRY_BITS+1):2];
    assign set_addr_E = PC_E[(ENTRY_BITS+1):2];
    assign set_TA_F  = EntryTA[set_addr_F];
    assign set_PB_F  = EntryPB[set_addr_F];       
    assign set_TA_E  = EntryTA[set_addr_E];
    assign set_PB_E  = EntryPB[set_addr_E];
    assign set_Tag_F = EntryTag[set_addr_F];
    assign set_Tag_E = EntryTag[set_addr_E];
    assign taken_F = (set_PB_F >= 2'b10) && (set_Tag_F == PC_F[31:(ENTRY_BITS+2)]);
    assign taken_E = PCSrc_E;
    assign PrALUResult_F = (taken_F) ? set_TA_F : 32'd0;
    assign PrPCSrc_F = (taken_F) ? 1'b1 : 1'b0;
    initial begin
        for(integer j=0; j<ENTRIES; j=j+1) begin
            EntryPB[j] <= 2'b01;
            EntryTA[j] <= 0;
        end
    end
endmodule
==> run.sh <==
#!/bin/bash
# OpenROAD 26Q1-2900-gdf79404cd8, Yosys 0.63+post, stock flow scripts
make -C /OpenROAD-flow-scripts/flow DESIGN_CONFIG=/design/flow/config.mk WORK_HOME=/design/flow/orfs finish
==> constraint.sdc <==
current_design Branch_Predictor_with_tag

set clk_period 15.2
set clk_io_pct 0.2

create_clock -name clk0 -period $clk_period [get_ports {clk}]

set non_clock_inputs [all_inputs -no_clocks]
set_input_delay [expr $clk_period * $clk_io_pct] -clock clk0 $non_clock_inputs
set_output_delay [expr $clk_period * $clk_io_pct] -clock clk0 [all_outputs]
==> config.mk <==
export PLATFORM = sky130hd
export DESIGN_NAME = Branch_Predictor_with_tag
export DESIGN_NICKNAME = Branch_Predictor_with_tag
export VERILOG_FILES = /design/flow/design.v
export SDC_FILE = /design/flow/constraint.sdc
export NUM_CORES = 4
export LEC_CHECK = 1
export CORE_UTILIZATION = 40
==> ci_impl_report.md <==
## PnR job results

| Metric | Value |
|---|---|
| Ys Warns | 4 |
| Initial drt markers | 3,714 |
| DRT met1 WL | 70,100 µm |
| Post-CTS Setup Bufs | 0 |
| Critical setup path kind | primary input to primary output |
| Static Leak | 22.3 nW |
| Hold path start | EntryTA[7][19] |
| Gr usage total | 0.316 |
| Fin cells | 5,790 |
| Crit-path max cell delay | 0.77 ns |
| Final Critical Period | 11.30 ns |
| Clock Skew | 0.0194 ns |
| Cell count after placement | 5,617 |
| Slew Viols, Final | 0 |
| DRT Wirelength | 176,000 µm |
| CTS tree | built |
| Worst-Skew Late Latency | 0.69 ns |
| Wire length on met3 | 21,300 µm |
| RSZ-0062 raised after global routing | false |
| Worst setup EP type | primary output |
| Hpwl dp | 101,000 µm |
| Max cap viols | 0 |
| Hold Crit Class | flop to flop |
| Total number of vias | 36,988 |
| WHS Endpoint | EntryTA[7][19] |
| Synth Seq Share | 0.529 |
| Maximum vdd drop | 0.0860 mV |
| Worst-Margin Slew | 1.02 ns |
| CP max stage cell | nor4_1 |
| Sink Count | 976 |
| Post-synth cell types | 73 |
| Worst setup SP type | primary input |
| Met2 WL | 74,700 µm |
| Hold_buf cts | 0 |
| Cell Area, Synth | 46,200 µm² |
| WP data arrival | 8.26 ns |
| CORE AREA | 114,000 µm² |
| TritonCTS Buffers | 99 |
| Top cells by area | dfrtp_1, mux2_2, o21ai_0 |
| First-pass GRT wire length | 258,000 µm |
| Row count | 124 |
| Total global routing overflow | 0 |
| Cell taking the most area after synthesis | dfrtp_1 |
| Post-synthesis register bit count | 976 |
| Ys cells | 4,224 |
| Die W | 342 µm |
| Resized cells post-CTS | 0 |
| Share of layout cells above drive strength 1 | 0.232 |
| Worst Hold Depth | 1 |
| Top routing layer used | met5 |
| Pwr/cell area | 135 nW/µm² |
| Final GP Congestion | 0.994 |
| RR Startpoint | EntryPB[1][1] |
| Area grow syn2layout | 13.6% |
| Final setup violation count | 0 |
| Slew Limit Headroom | 0.318 |
| Largest net degree at the start of global routing | 119 |
| Core Util, Final | 0.459 |
| Fmax | 0.0885 GHz |
| Critical-path cell list | buf_4 > buf_4 > nor2_2 > nand2_4 > buf_4 > o211ai_1 > nor4_1 > mux2_2 > and4_1 > nand4_4 > buf_4 > nor4b_2 > clkdlybuf4s50_1 |
| Longest Clk Path Bufs | 3 |
| Worst Reg2Reg Path Length in Cells | 9 |
| Most used cell, CP | buf_4 |
| Synth Area per Inst | 10.9 µm² |
| Vias per cell | 6.39 |
| FFs w/ async S/R, synth | 1.00 |
| DR pass1 iterations | 8 |
| Fp util | 0.404 |
| Final hold vios | 0 |
| CTS root buffer | clkbuf_16 |
| R2R setup slack | 13.01 ns |
| Port-buffer cells | 129 |
| Post-route DRC | 0 |
| Vias in the first global route | 36,640 |
| WL per Instance | 30.4 µm |
| Area reported by Yosys stat | 46,200 µm² |
| Log Warnings | 37 |
| Post-synth EDFFs | 0 |
| H-tree depth | 3 |
| Critical Path Fanout Max | 43 |
| Mapped Cells | 4,224 |
| # IOs | 134 |
| Status | finished, final reports clean |
| Worst-path clk slew | 0.06 ns |
| Top_reg_cell synth | dfrtp_1 |
| Initial antenna violation count | 8 |
| WP data required | 12.16 ns |
| Area share, top type | 0.520 |
| Antenna-violating nets left | 0 |
| Cycle use final | 0.743 |
| Crit Reg-Reg Endpoint | EntryPB[3][1] |
| Die Y | 342 µm |
| Chip footprint | 117,000 µm² |
## worst max-delay path, delay by kind of cell
kind / cells / cell delay, ns
AND-OR/OR-AND: 1 / 0.17
buffers and inverters: 5 / 2.58
multiplexers: 1 / 0.31
AND/OR/NAND/NOR: 6 / 1.98
## where the power goes
group	internal, mW	switching (mW)	leakage, nW	total [mW]
clock network	1.36	1.05	1.55	2.41
logic	0.522	0.598	8.41	1.12
registers	3.16	0.375	12.3	3.54
## cell usage after synthesis (13+ instances only)
cell type and count:
nand2b_1 14, nand4_1 70, inv_1 18, nand3_1 75, nand2_1 527, a32oi_1 16
o22ai_1 82, a31oi_1 15, nor3_1 18, dfrtp_1 960, nor2_1 105, dfstp_2 16
nor2b_1 18, a21oi_1 82, a221oi_1 106, nor4b_2 30, buf_2 30, o21ai_0 459
buf_4 13, clkbuf_1 287, a22oi_1 300, a22o_1 111, mux2_2 566, buf_1 73
mux2i_1 46
## area by class of cell
type | count | area (µm²)
antenna | 4 | 10.0
clock buffer | 151 | 2930
clock inverter | 18 | 230
fill | 10351 | 61900
inverter | 21 | 82.6
multi-input combinational | 2814 | 20300
sequential | 976 | 24400
tap | 1512 | 1890
timing repair buffer | 294 | 2540
## registers in the layout (all words and copies together), names as in the netlist
| name | cells |
|---|---|
| EntryTA | 512 |
| EntryPB | 32 |
| EntryTag | 432 |
## per-stage QoR
stage / instance area [µm²] / hold WS, ns / setup WS [ns] / power, mW / setup TNS (ns)
floorplan: 46200 / 0.462 / -1.27 / 4.27 / -1218.69
global placement: 49300 / 0.478 / 4.20 / 4.63 / 0
CTS: 52500 / 0.504 / 4.13 / 7.07 / 0
global route: 52500 / 0.513 / 3.85 / 7.37 / 0
detailed placement: 49300 / 0.490 / 4.17 / 4.67 / 0
finish: 52500 / 0.503 / 3.90 / 7.07 / 0
## logic make-up (layout without fill, tap and decap cells)
family | after synthesis | after routing | synth area share
AOI/OAI and AO/OA | 1252 | 1252 | 0.181
xor gates and xnor gates | 11 | 11 | 0.00209
DFF | 976 | 976 | 0.529
buffers and inverters | 434 | 484 | 0.0388
and+or+nand+nor | 934 | 934 | 0.0993
adders and majority gates | 2 | 2 | 0.000542
other | 0 | 4 | 0
muxes | 615 | 615 | 0.149
## worst max-delay path by stage
stage           start          endpoint  slack [ns]
CTS           PC_F[5]  PrALUResult_F[7]        4.13
global route  PC_F[5]  PrALUResult_F[1]        3.85
finish        PC_F[5]  PrALUResult_F[3]        3.90
## cells in the final DEF (no fill, tap or decap), types with 70 or more instances in the layout
| cell type | instances |
|---|---|
| clkdlybuf4s50_1 | 124 |
| dfrtp_1 | 960 |
| o22ai_1 | 82 |
| a22o_1 | 111 |
| buf_4 | 168 |
| a21oi_1 | 82 |
| nand3_1 | 74 |
| clkbuf_16 | 102 |
| nand4_1 | 70 |
| a221oi_1 | 106 |
| a22oi_1 | 300 |
| nor2_1 | 99 |
| nand2_1 | 510 |
| mux2_2 | 566 |
| o21ai_0 | 459 |
## per-layer routing
| metal | vias to the layer above | global-route usage |
|---|---|---|
| met5 | - | 0 |
| met4 | 14 | 0.128 |
| met3 | 609 | 0.130 |
| met2 | 2073 | 0.446 |
| met1 | 18619 | 0.445 |
| li1 | 15673 | - |
No activity file was given, so power comes from the tool's default toggle rates.
