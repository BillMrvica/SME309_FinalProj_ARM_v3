==> flow/design.v <==
module MCycle #(
    parameter width = 32
)(
    input CLK,  
    input RESET,  
    input Start,  
    input MCycleOp,  
    input [width-1:0] Operand1,  
    input [width-1:0] Operand2,  
    output [width-1:0] Result,  
    output Busy,  
    output Ready
);
    localparam MUL = 1'b0;
    localparam DIV = 1'b1;
    reg Op;
    reg [width-1:0] Operand1_reg, Operand2_reg;
    reg [(2*width-1):0] imm;
    reg [$clog2(width):0] cnt;
    reg d_Busy;
    always @(posedge CLK) begin
        d_Busy <= Busy;
    end
    assign Ready = ({Busy, d_Busy} == 2'b01) ? 1 : 0;
    always @(posedge CLK or posedge RESET) begin
        if(RESET) begin
            Op <= MUL;
            Operand1_reg <= 0;
            Operand2_reg <= 0;
        end
        else if(Start && (cnt==0)) begin
            Op <= MCycleOp;
            Operand1_reg <= Operand1;
            Operand2_reg <= Operand2;
        end
        else begin
            Op <= Op;
            Operand1_reg <= Operand1_reg;
            Operand2_reg <= Operand2_reg;
        end
    end
    always @(posedge CLK or posedge RESET) begin
        if(RESET) cnt <= 0;
        else if(Start && (cnt==0)) cnt <= cnt + 1;
        else if((cnt >0) && (cnt <=width)) cnt <= cnt + 1;
        else if(cnt == width + 1) cnt <= 0;
        else cnt <= 0;
    end
    wire [width:0] alu_out;
    assign alu_out = (Op == MUL) ? (Operand2_reg + imm[(2*width-1):width]) : ({1'b0, imm[(2*width-1):width]} + ~({1'b0, Operand2_reg}) + 1);
    always @(posedge CLK or posedge RESET) begin
        if(RESET) imm <= 0;
        else if(Start && (cnt==0)) imm <= {{(width){1'b0}}, Operand1};
        else if((cnt >0) && (cnt <=width)) begin
            case(Op)
                MUL: imm <= (imm[0]==1) ? ({alu_out, imm[width-1:0]} >> 1) : imm >> 1;
                DIV: imm <= (alu_out[width]==1) ? {imm[(2*width-2):0], 1'b0} : {alu_out[width-2:0], imm[(width-1):0], 1'b1};
            endcase
        end
        else if(cnt == width+1) begin
            case(Op)
                MUL: imm <= imm;
                DIV: imm <= (alu_out[width]==1) ? {imm[(2*width-2):0], 1'b0} : {alu_out[width-2:0], imm[(width-1):0], 1'b1};
            endcase
        end
        else imm <= imm;
    end
    assign Result = imm[(width-1):0];
    assign Busy = ((cnt>0) && (cnt <=width)) || Start;
endmodule
==> flow/run.sh <==
#!/bin/bash
# OpenROAD 26Q1-2900-gdf79404cd8, Yosys 0.63+post, stock flow scripts
make -C /OpenROAD-flow-scripts/flow DESIGN_CONFIG=/design/flow/config.mk WORK_HOME=/design/flow/orfs finish
==> flow/config.mk <==
export PLATFORM = sky130hd
export DESIGN_NAME = MCycle
export DESIGN_NICKNAME = MCycle
export VERILOG_FILES = /design/flow/design.v
export SDC_FILE = /design/flow/constraint.sdc
export NUM_CORES = 4
export LEC_CHECK = 1
export CORE_UTILIZATION = 30
==> flow/constraint.sdc <==
current_design MCycle

set clk_period 9.3
set clk_io_pct 0.2

create_clock -name clk0 -period $clk_period [get_ports {CLK}]

set non_clock_inputs [all_inputs -no_clocks]
set_input_delay [expr $clk_period * $clk_io_pct] -clock clk0 $non_clock_inputs
set_output_delay [expr $clk_period * $clk_io_pct] -clock clk0 [all_outputs]
==> CHANGELOG.md <==
### Metrics

* Cycle use final at 0.5476
* Critical Path Max Stage Delay at 470 ps
* Max reg flops at 64
* Layout Area Growth over Synthesis at 14.65%
* Reg-to-Reg Start: imm[48]
* Hold Path Sink: cnt[0]
* Final setup viols at 0
* Count of tool warnings at 59
* Max Clock Freq at 0.1964 GHz
* Number of remaining DRC errors at 0
* Critical Setup Path Class: in2out
* Fill count at 3058
* Core area at 29800 um^2
* Worst skew pair latency at 380 ps
* Clock Root Buffer: clkbuf_16
* Worst Clk Skew at 18.96 ps
* Via density at 5.391
* Routability cong. at 0.9438
* Clk slew on worst S/H paths at 90 ps
* First-pass GRT wire length at 44.58 mm
* Share of the synthesized area in the top cell type at 0.2826
* Multi-input logic area at 5679 um^2
* Initial antenna violation count at 0
* Cell family with most CP delay: buffers and inverters
* Maxcap violations at 0
* Cell Type Count at 83
* CTS Buffer Depth at 2
* Iter 0 DRT Violations at 640
* CP max-delay cell: clkdlybuf4s50_1
* HPWL after DPL at 20.25 mm
* Final min period at 5093 ps
* Gr ovfl total at 0
* Yosys reg bits at 104
* Worst setup margin at 4207 ps
* Die Size at 31100 um^2
* Starting Density at 0.3061
* Critical Path AT at 3230 ps
* ANT nets after route at 0
* Slew margin rel. at 0.4080
* Row count at 63
* # clock sinks at 104
* Netlist Area Pre-Place at 9120 um^2
* Hold_buf cts at 0
* Vias at 8416
* Most frequent cell on the critical path: clkdlybuf4s50_1
* Synth Flop Type: dfrtp_1
* Worst path cell trace: clkdlybuf4s50_1, or2_2, nor2_1, clkdlybuf4s50_1
* Hold WC Path Type: reg2reg
* Die X at 176.4 um
* Startpoint Class: input pin
* Hold Startpoint: cnt[0]
* RSZ-0062 raised after global routing: false
* Top cells excl fill/tap: 161 x nand2_1, 118 x a21oi_1, 102 x dfrtp_1
* Inst Count DP at 1545
* Critical Path RT at 7440 ps
* Tot GR Track Use at 0.1837
* Sequential area share after synthesis at 0.2848
* Die Y at 176.4 um
* Hold Vio Cnt, Final at 0
* Yosys chip area at 9120 um^2
* Post-CTS setup buffer count at 0
* Largest net degree at the start of global routing at 59
* Io pins at 102
* Inserted Clock Buffers at 9
* Final Slew Violations at 0
* Number of global-route vias before repair at 8048
* CP Max Fanout at 4
* Hold Crit Depth at 1
* Number of synthesis warnings at 1
* Avg Cell Area, Syn at 7.924 um^2
* Finished Layout Cells at 1561
* Status: completed
* Resized cells post-CTS at 0
* Top cell excl fill/tap: nand2_1
* Flop2flop setup slack at 4970 ps
* Synth top area cells: dfrtp_1 28%, ha_1 9.2%, nand2_1 6.7%
* CP Capture Type: output port
* I/O Buffers at 101
* Crit path buf inv count at 2
* CTS tree: done
* FF-to-FF End: imm[51]
* Layout cell share with drive strength beyond 1 at 0.05465
* Post-synth ARST share at 0.9904
* Place WS at 4197 ps
* Final WL at 28.10 mm
* Ys cells at 1151
* Antenna cells at 0
* Yosys top cell by area: dfrtp_1
* EDFF count, synth at 0
* Sum Neg Setup Slack at 0 ps
* Slew @ Worst Pin at 865.6 ps
* H-tree depth at 3
* DRT Pass-1 Iters at 5
* Synthesized instance count at 1151
* FF+latch area at 2599 um^2
* WL per Instance at 18.00 um
* Reg2reg path depth at 10
[worst max path at each step]
stage | startpoint | endpoint | slack, ps | cells after the start
CTS | Start | Ready | 4200 | 4
global route | Start | Ready | 4150 | 4
finish | Start | Ready | 4210 | 4
[worst reg2reg max path, cell delays in order (launching register included)]
cell and delay [ps]:
dfrtp_1 430, ha_1 570, nand4_1 200, or4_1 570, a211oi_1 470, nor4_1 120
nor3_2 280, a31o_2 480, buf_4 480, mux2_4 350, a221o_1 280
[cell usage after synthesis (all sizes together) (6+ instances only)]
| library cell | count |
|---|---|
| a2111oi | 7 |
| a211oi | 23 |
| a21o | 6 |
| a21oi | 119 |
| a221o | 37 |
| a31oi | 8 |
| buf | 61 |
| clkbuf | 48 |
| dfrtp | 103 |
| ha | 67 |
| inv | 69 |
| mux2i | 19 |
| nand2 | 164 |
| nand2b | 8 |
| nand3 | 17 |
| nand4 | 11 |
| nor2 | 70 |
| nor2b | 15 |
| nor3 | 15 |
| nor4 | 9 |
| o211ai | 18 |
| o21a | 10 |
| o21ai | 91 |
| o21bai | 6 |
| o221ai | 7 |
| o311ai | 6 |
| o31a | 7 |
| o31ai | 14 |
| or2 | 6 |
| or3 | 8 |
| xnor2 | 26 |
| xor2 | 8 |
[final cells by class]
type | count | area share
flip-flops and latches | 104 | 0.2485
clock buffers | 9 | 0.02154
repair buffers | 113 | 0.1053
well taps | 390 | 0.04667
clock inverters | 7 | 0.008974
multi-input cells | 867 | 0.5431
inverters | 71 | 0.02585
[routing by layer]
metal / vias to the layer above / global-route usage / share of wire
met1: 4011 / 0.2688 / 0.47
met4: 0 / 0.04670 / 0.031
li1: 4145 / - / -
met2: 214 / 0.2869 / 0.45
met5: - / 0 / 0
met3: 46 / 0.02789 / 0.047
[cell families (layout without fill, tap and decap cells)]
| kind of cell | Yosys count | count (layout) | synth area share |
|---|---|---|---|
| compound gates | 401 | 401 | 0.2972 |
| xor+xnor | 34 | 34 | 0.03265 |
| fa+ha+maj | 69 | 69 | 0.09631 |
| buf+inv | 180 | 200 | 0.09384 |
| flops | 104 | 104 | 0.2848 |
| mux | 24 | 24 | 0.02744 |
| simple gates | 339 | 339 | 0.1678 |
[metrics by stage]
| stage | util | cell area (um^2) | hold WS [ps] |
|---|---|---|---|
| floorplan | - | 9120 | 477.9 |
| global placement | 0.3402 | 10140 | 513.6 |
| detailed placement | 0.3402 | 10140 | 520.9 |
| CTS | 0.3509 | 10460 | 538.8 |
| global route | 0.3509 | 10460 | 561.9 |
| finish | 0.3509 | 10460 | 530.2 |
