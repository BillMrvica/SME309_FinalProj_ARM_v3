===== design/flow/config.mk =====
export PLATFORM = sky130hd
export DESIGN_NAME = Branch_Predictor
export DESIGN_NICKNAME = Branch_Predictor
export VERILOG_FILES = /design/flow/design.v
export SDC_FILE = /design/flow/constraint.sdc
export NUM_CORES = 4
export LEC_CHECK = 1
export CORE_UTILIZATION = 50

===== design/flow/constraint.sdc =====
current_design Branch_Predictor

set clk_period 11.6
set clk_io_pct 0.2

create_clock -name clk0 -period $clk_period [get_ports {clk}]

set non_clock_inputs [all_inputs -no_clocks]
set_input_delay [expr $clk_period * $clk_io_pct] -clock clk0 $non_clock_inputs
set_output_delay [expr $clk_period * $clk_io_pct] -clock clk0 [all_outputs]

===== design/flow/design.v =====
module Branch_Predictor#(
    parameter ENTRY_BITS = 4
)(
    input clk,
    input RESET,
    input [31:0] PC_F,  
    output [31:0] PrALUResult_F,
    output PrPCSrc_F,
    input [31:0] PC_E,
    input WE_PrPCSrc,  
    input WE_PrALUResult,  
    input [31:0] ALUResult_E,
    input PCSrc_E
);
    localparam PRD_BITS = 2;  
    localparam ENTRIES = 2 ** ENTRY_BITS;
    reg [PRD_BITS-1:0] EntryPB  [ENTRIES-1:0];
    reg [31:0]         EntryTA  [ENTRIES-1:0];  
    wire [ENTRY_BITS-1:0]  set_addr_F, set_addr_E;
    wire [31:0]         set_TA_F,   set_TA_E;
    wire [PRD_BITS-1:0] set_PB_F,   set_PB_E;
    wire taken_F, taken_E;
    always @(posedge clk or posedge RESET) begin
        if(RESET) begin
            for(integer j=0; j<ENTRIES; j=j+1) 
                EntryTA[j] <= 0;
        end
        else if(WE_PrALUResult) EntryTA[set_addr_E] <= ALUResult_E;
    end 
    always @(posedge clk or posedge RESET) begin
        if(RESET) 
            for(integer j=0; j<ENTRIES; j=j+1) 
                EntryPB[j] <= 2'b10;
        else if(WE_PrPCSrc) begin  
            case(set_PB_E)
                2'b00: EntryPB[set_addr_E] <= (taken_E) ? 2'b01 : 2'b00;
                2'b01: EntryPB[set_addr_E] <= (taken_E) ? 2'b11 : 2'b00;
                2'b10: EntryPB[set_addr_E] <= (taken_E) ? 2'b11 : 2'b00;
                2'b11: EntryPB[set_addr_E] <= (taken_E) ? 2'b11 : 2'b10;
            endcase
        end
    end
    assign set_addr_F = PC_F[(ENTRY_BITS+1):2];
    assign set_addr_E = PC_E[(ENTRY_BITS+1):2];
    assign set_TA_F  = EntryTA[set_addr_F];
    assign set_PB_F  = EntryPB[set_addr_F];       
    assign set_TA_E  = EntryTA[set_addr_E];
    assign set_PB_E  = EntryPB[set_addr_E];
    assign taken_F = (set_PB_F >= 2'b10);
    assign taken_E = PCSrc_E;
    assign PrALUResult_F = (taken_F) ? set_TA_F : 32'd0;
    assign PrPCSrc_F = (taken_F) ? 1'b1 : 1'b0;
    initial begin
        for(integer j=0; j<ENTRIES; j=j+1) begin
            EntryPB[j] <= 2'b01;
            EntryTA[j] <= 0;
        end
    end
endmodule

===== design/flow/run.sh =====
#!/bin/bash
# OpenROAD 26Q1-2900-gdf79404cd8, Yosys 0.63+post, stock flow scripts
make -C /OpenROAD-flow-scripts/flow DESIGN_CONFIG=/design/flow/config.mk WORK_HOME=/design/flow/orfs finish

==> results.sh <==
# physical design summary
export IMPL_power_switching_mw=1.37
export IMPL_clock_fmax_mhz=120
export IMPL_max_cap_violations=0
export IMPL_edf_count=0
export IMPL_synth_cells=1940
export IMPL_cts_sinks=544
export IMPL_grt_total_usage_pct=30.8
export IMPL_critPathSlowestCell="clkdlybuf4s50_1"
export IMPL_fin_util_pct=56.8
export IMPL_grt_max_degree=127
export IMPL_ioPinCount=134
export IMPL_clockPowerShare_pct=34.5
export IMPL_seq_area_mm2=0.0136
export IMPL_area_growth_pct=12.4
export IMPL_ant_nets=0
export IMPL_fin_setup_tns_ns=0
export IMPL_ys_cells=1940
export IMPL_ys_top_cells_by_count="dfrtp_1, mux2_2, a22oi_1"
export IMPL_drt_first_pass_iters=6
export IMPL_htreeDepth=2
export IMPL_nFillCells=4067
export IMPL_place_hpwl_um=40600
export IMPL_crit_path_cell_trace="buf_2 -> buf_4 -> buf_4 -> nor2b_4 -> buf_4 -> and2_1 -> a32o_1 -> a222oi_1 -> a211oi_2 -> clkdlybuf4s50_1"
export IMPL_topCellsByArea="dfrtp_1, mux2_2, a22oi_1"
export IMPL_slew_violations=0
export IMPL_syn_area_mm2=0.0253
export IMPL_cts_tree="yes"
export IMPL_max_stage_delay_ns=0.55
export IMPL_cts_root_buffer_cell="clkbuf_16"
export IMPL_ff_type="dfrtp_1"
export IMPL_drive_above_1_share_pct=38.3
export IMPL_clk_latency_ns=0.61
export IMPL_top_area_cell="dfrtp_1"
export IMPL_antenna_found_initial=2
export IMPL_place_gp_congestion=0.859
export IMPL_clkTransAtPathRegs_ns=0.06
export IMPL_timing_final_crit_share_pct=71.7
export IMPL_rsz0062_at_grt="no"
export IMPL_fin_area_mm2=0.0284
export IMPL_clk_path_buf_depth=3
export IMPL_rows=82
export IMPL_crit_required_ns=9.28
export IMPL_ys_types=64
export IMPL_core_mm2=0.0501
export IMPL_cpMostUsedCell="buf_4"
export IMPL_initCoreUtil_pct=50.5
export IMPL_initialDrtViolationCount=1094
export IMPL_worst_pin_slew_ns=0.801
export IMPL_ys_area_mm2=0.0253
export IMPL_yosys_area_top_type_share_pct=52.2
export IMPL_slew_headroom_pct=46.3
export IMPL_warnings=86
export IMPL_vias=16800
export IMPL_first_global_vias=17300
export IMPL_p_seq_share_pct=48.7
export IMPL_clock_skew_final_ns=0.00769
export IMPL_finalCriticalPeriod_ns=8.32
export IMPL_die_h_um=227
export IMPL_comb_area_mm2=0.0108
export IMPL_placed_area_mm2=0.0266
export IMPL_power_density_mw_per_mm2=186
export IMPL_die_area_mm2=0.0515
export IMPL_syn_avg_cell_area_um2=13.0
export IMPL_drc_errors=0
export IMPL_cts_buffers=58
export IMPL_die_width_um=227
export IMPL_power_mw=5.29
export IMPL_outcome="finished clean"
export IMPL_p_int_mw=3.93
export IMPL_share_comb_of_total_power_pct=16.8
export IMPL_cp_arrival_ns=6.00
export IMPL_swShare_pct=25.8
export IMPL_synth_async_sr_flop_share_pct=100
export IMPL_hp_class="reg2reg"
export IMPL_critical_path_class="in2out"
export IMPL_yosys_warnings=3
export IMPL_wl_um=72100
export IMPL_crit_fanout=32
export IMPL_most_common_cell="dfrtp_1"
export IMPL_io_buffers=77
export IMPL_postCtsHoldBufs=0
export IMPL_postSynthSeqShare_pct=53.9
export IMPL_leakagePower_nw=11.9
export IMPL_wl_per_cell_um=26.9
export IMPL_n_antenna_cell=0
export IMPL_setup_violations_final=0
export IMPL_post_cts_buffers=0
export IMPL_worstSetupEndpointType="primary output"
export IMPL_vdd_ir_drop_max_v=0.000117
export IMPL_cts_resized=0
export IMPL_vias_per_cell=6.27
export IMPL_hold_viol_final=0
export IMPL_ys_flops=544
export IMPL_cp_start_kind="input pin"
export IMPL_grt_pass1_wl_um=110000
export IMPL_overflow=0
## cells by family (layout without fill, tap and decap cells)
group / count (synthesis) / after routing / synth area share (%)
multiplexers: 579 / 579 / 25.7
flip-flops: 544 / 544 / 53.9
AND-OR/OR-AND: 405 / 405 / 12.1
AND/OR/NAND/NOR: 223 / 223 / 4.29
buffers and inverters: 187 / 255 / 3.87
adder cells (fa/ha/maj): 2 / 2 / 0.0989
## worst max-delay path: cells and delay by family
family                 cells  cell delay, ns
buffers and inverters      5            2.08
and+or+nand+nor            2            0.83
AOI/OAI and AO/OA          3            0.67
## per-stage QoR
step                hold WS, ns  std cells  setup slack, ns
finish                    0.487       2680             3.28
global route              0.506       2680             3.21
CTS                       0.490       2680             3.36
detailed placement        0.477       2573             3.38
global placement          0.468       2573             3.34
floorplan                 0.450       1940             1.89
## power by group through the flow
stage | sequential (mW) | clock, mW | combinational [mW]
4_1_cts | 2.57 | 1.86 | 0.892
5_1_grt | 2.64 | 1.94 | 0.973
6_report | 2.58 | 1.83 | 0.888
## cell usage in the layout (no fill, tap or decap), types with 5 or more instances in the layout
cell and count:
a211oi_2 14, a21o_1 8, a21oi_1 37, a221o_1 7, a221oi_1 13, a222oi_1 24
a22o_1 23, a22oi_1 116, a311oi_2 14, a31oi_1 5, and2_1 5, buf_4 57
clkbuf_1 19, clkbuf_16 59, clkbuf_8 19, clkdlybuf4s50_1 73, clkinv_2 8, dfrtp_1 528
dfstp_2 16, inv_1 9, mux2_1 27, mux2_2 526, mux2i_1 24, nand2_1 57
nand3_1 18, nand3_2 5, nor2_1 71, nor2_4 10, nor2b_1 15, nor3_2 5
o21ai_0 63, o21ai_1 6, o22ai_1 50
## flip-flops by register name, indices dropped and copies added (netlist names)
name / cells
EntryPB: 32
EntryTA: 512
## path summary, 6_finish.rpt
check / cells past startpoint / endpoint / startpoint / slack (ns)
max: 10 / PrALUResult_F[21] / PC_F[4] / 3.28
min: 1 / EntryTA[9][3]$_DFFE_PP0P_ / EntryTA[9][3]$_DFFE_PP0P_ / 0.49
max reg2reg: 10 / EntryPB[14][1]$_DFFE_PP1P_ / EntryPB[11][1]$_DFFE_PP1P_ / 9.09
min reg2reg: 1 / EntryTA[9][3]$_DFFE_PP0P_ / EntryTA[9][3]$_DFFE_PP0P_ / 0.49
max in group asynchronous: 5 / EntryTA[0][19]$_DFFE_PP0P_ / RESET / 7.46
min in group asynchronous: 3 / EntryPB[12][0]$_DFFE_PP0P_ / RESET / 2.25
## final cells by class
class / count / share of cell area (%)
clock buffer: 97 / 6.36
clock inverter: 10 / 0.277
inverter: 12 / 0.172
multi-input combinational: 1209 / 38.0
sequential: 544 / 47.9
tap: 672 / 2.96
timing repair buffer: 136 / 4.28
## metal layers
| layer | up-vias | part of all wire, % | global-route usage [%] |
|---|---|---|---|
| li1 | 7285 | - | - |
| met1 | 8787 | 44 | 48.2 |
| met2 | 575 | 44 | 43.7 |
| met3 | 151 | 8.2 | 9.93 |
| met4 | 2 | 3.1 | 8.31 |
| met5 | - | 0.024 | 0 |
Power is estimated from default activity; no workload was simulated.
